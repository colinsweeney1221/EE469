==> /design/flow/config.mk <==
export PLATFORM = sky130hd
export DESIGN_NAME = mux64x8_1
export DESIGN_NICKNAME = mux64x8_1
export VERILOG_FILES = /design/flow/design.v
export SDC_FILE = /design/flow/constraint.sdc
export NUM_CORES = 4
export LEC_CHECK = 1
export CORE_AREA = 10 10 228 228
export DIE_AREA = 0 0 238 238
==> /design/flow/constraint.sdc <==
current_design mux64x8_1

set clk_period 1.9
set clk_io_pct 0.2

create_clock -name clk0 -period $clk_period

set non_clock_inputs [all_inputs -no_clocks]
set_input_delay [expr $clk_period * $clk_io_pct] -clock clk0 $non_clock_inputs
set_output_delay [expr $clk_period * $clk_io_pct] -clock clk0 [all_outputs]
==> /design/flow/design.v <==
`timescale 1ps/1ps
module mux2_1_v2(out, in, sel);
	output out;
	input [1:0] in;
	input sel;
	logic notSel, top, bottom;
	not #(50) a (notSel, sel);
	and #(50) b (top, in[0], notSel);
	and #(50) c (bottom, in[1], sel);
	or  #(50) d (out, top, bottom);
endmodule 
`timescale 1ns/1ps
module mux4_1 (out, in, sel);
	output out;
	input [3:0] in;
	input [1:0] sel;
	logic [1:0] muxInput;
	mux2_1_v2 a (muxInput[0], in[1:0], sel[0]);
	mux2_1_v2 b (muxInput[1], in[3:2], sel[0]); 
	mux2_1_v2 c (out, muxInput, sel[1]);
endmodule
`timescale 1ns/1ps
module mux64x8_1 (out, in, sel);
	output [63:0] out;
	input [7:0][63:0] in;
	input [2:0] sel;  
	genvar i, j;
	generate
		for (i = 0; i < 64; i++) begin : eachMux
			logic [7:0] bitSlice;
			for (j = 0; j < 8; j++) begin : slicing
				assign bitSlice[j] = in[j][i];
			end
			mux8_1 a (out[i], bitSlice, sel);
		end
	endgenerate
endmodule 
module mux64x8_1_testbench();
	logic [63:0] out;
	logic [7:0][63:0] in;
	logic [2:0] sel; 
    mux64x8_1 dut (
        .out(out),
        .in(in),
        .sel(sel)
    );
    initial begin
      in[0] = 64'h0000000000000000;
      in[1] = 64'h1111111111111111;
      in[2] = 64'h2222222222222222;
      in[3] = 64'h3333333333333333;
      in[4] = 64'h4444444444444444;
      in[5] = 64'h5555555555555555;
      in[6] = 64'h6666666666666666;
      in[7] = 64'h7777777777777777;
      sel = 3'b000; #10;
      $display("sel: %b | out: %h", sel, out);
      sel = 3'b001; #10;
      $display("sel: %b | out: %h", sel, out);
      sel = 3'b010; #10;
      $display("sel: %b | out: %h", sel, out);
      sel = 3'b011; #10;
      $display("sel: %b | out: %h", sel, out);
      sel = 3'b100; #10;
      $display("sel: %b | out: %h", sel, out);
      sel = 3'b101; #10;
      $display("sel: %b | out: %h", sel, out);
      sel = 3'b110; #10;
      $display("sel: %b | out: %h", sel, out);
      sel = 3'b111; #10;
      $display("sel: %b | out: %h", sel, out);
	end
endmodule
`timescale 1ns/1ps
module mux8_1 (out, in, sel);
	output out;
	input [7:0] in;
	input [2:0] sel;
	logic [1:0] muxInput;
	mux4_1 a (muxInput[0], in[3:0], sel[1:0]);
	mux4_1 b (muxInput[1], in[7:4], sel[1:0]);
	mux2_1_v2 c (out, muxInput, sel[2]);
endmodule
==> /design/flow/run.sh <==
#!/bin/bash
# OpenROAD 26Q1-2900-gdf79404cd8, Yosys 0.63+post, stock flow scripts
make -C /OpenROAD-flow-scripts/flow DESIGN_CONFIG=/design/flow/config.mk WORK_HOME=/design/flow/orfs finish
==> metrics.yaml <==
yosys:
  synth_cells: 291
  syn_area_mm2: 0.00431
  yosysWarnings: 0
  synth_cell_types: 7
  top_cell_area_share_pct: 66.8
  syn_area_per_cell_um2: 14.8
  ys_top_cells_by_area: "mux4_2 (67%), mux2_2 (17%), buf_4 (12%), buf_6 (2.9%), buf_1 (0.87%)"
  ys_top_cells_by_count: "mux4_2 (128), buf_4 (67), mux2_2 (64), buf_6 (11), buf_1 (10)"
  ys_chip_area_mm2: 0.00431
  top_area_cell: "mux4_2"
  ys_cells: 291
  yosysMostFrequentCell: "mux4_2"
  ys_seq_share_pct: 0
floorplanning:
  core_mm2: 0.0468
  fp.dieW_um: 238
  die_height_um: 238
  die_area_mm2: 0.0566
  io_pins: 579
  rows: 79
  fp_util_pct: 9.22
run_status:
  status: "complete, but fails checks"
  violations: "setup timing"
detailed_routing:
  wire_per_inst_um: 22.0
  drt-total-wl_um: 33300
  ant_nets: 0
  vias_per_cell: 3.72
  drc_errors: 0
  vias: 5639
  first_pass_iters: 6
  drt_iter0_markers: 146
critical_path:
  critPathRequiredTime_ns: 1.52
  start_kind: "input pin"
  worstSetupPathType: "input pin to primary output"
  crit_path_cell_trace: "clkbuf_16, buf_16, buf_12, buf_12, buf_6, mux4_2, mux2_4, buf_2"
  cp_common_cell: "buf_12"
  arrival_ns: 1.93
  crit_path_end_kind: "primary output"
  max_stage_delay_ns: 0.49
  crit_slowest_cell: "mux4_2"
  worstPathMaxFanout: 7
sta:
  drv_slew: 0
  finalClockPeriodUsage_pct: 121
  slew-limit-headroom_pct: 84.1
  finalSetupTns_ns: -18.17
  rsz0062_at_grt: "true"
  worstMarginPinSlew_ns: 0.238
  period_needed_ns: 2.31
  max_freq_ghz: 0.434
  finalSetupViolCount: 64
  hold_ws_ns: 1.35
  worst_slack_ns: -0.406
  hold_viol: 0
power:
  power.leakage_nw: 4.66
  ir_worst_vdd_mv: 0.124
  p_per_area_mw_per_mm2: 235
  fin_total_pwr_mw: 2.84
worst_hold_path:
  hold-path-cell-count: 4
  worst_hold_path_type: "input pin to primary output"
  holdPathEnd: "out[12]"
  hold_start: "sel[2]"
final_layout:
  seq_cells: 0
  drive_gt1_share_pct: 43.6
  clkbuf_count: 0
  regArea_um2: 0
  area_growth_pct: 180
grt:
  grt_pass1_wl_um: 46400
  grt_usage_pct: 11.3
  grt_max_degree: 37
  gr-total-overflow: 0
  antenna_found_initial: 6
  grt_pass1_vias: 6724
job:
  drv_cap: 0
  warning_count: 35
clocking:
  hold_buffers: 0
place:
  place.detailed.hpwl_um: 28900
  place_congestion: 0.964
  portBuffers: 579
[report_power, final]
group | internal (mW) | switching (mW)
clock network | 0.0000000704 | 0
registers | 0 | 0
logic | 2.15 | 0.698
total | 2.15 | 0.698
[critical path: cells and delay by family]
family / cells / cell delay, ns
buf+inv: 6 / 0.76
mux: 2 / 0.77
[repair_timing]
action                                 in CTS  in global routing
setup endpoints to repair                  64                 64
setup buffers                              69                 12
gates resized                             386                 55
endpoints found under the hold margin       0                  0
gates cloned                                8                  0
[logic make-up (layout without fill, tap and decap cells)]
group / count (synthesis) / after routing / synth area share [%]
multiplexers: 192 / 192 / 83.6
buffers and inverters: 99 / 715 / 16.4
other: 0 / 1 / 0
[final cells by class]
cell class	count	area, µm²
repair buffers	715	7480
diodes	1	2.50
well taps	607	759
multi-input cells	192	3840
fillers	4794	34700
[placed cells by master (no fill, tap or decap)]
cell             Yosys  layout
clkdlybuf4s50_1      0     493
mux4_2             128     128
buf_6               11      90
mux2_4               0      62
buf_4               67      50
buf_12               0      26
buf_2                3      17
dlygate4sd2_1        0      16
buf_8                0      14
buf_16               0       5
dlymetal6s2s_1       0       3
mux2_2              64       2
diode_2              0       1
clkbuf_16            0       1
[stage by stage]
| stage | cell area [µm²] | setup WS (ns) | util, % | cells |
|---|---|---|---|---|
| final | 12100 | -0.406 | 25.8 | 1515 |
| after global routing | 12100 | -0.440 | 25.8 | 1514 |
| after CTS | 12000 | -0.446 | 25.6 | 1515 |
| after detailed placement | 10800 | -0.734 | 23.2 | 1439 |
| after global placement | 10800 | -0.753 | 23.2 | 1439 |
| after floorplan | 4470 | -0.0121 | - | 291 |
[routing by layer]
layer	routed length [µm]	vias to the layer above	track usage [%]	share of wire [%]
met5	75	-	0	0.23
met4	774	12	2.39	2.3
met3	4400	38	5.66	13
met2	16500	407	19.7	50
li1	-	2464	-	-
met1	11500	2718	12.0	35
[worst max path at each step]
| stage | startpoint | endpoint | slack (ns) |
|---|---|---|---|
| CTS | sel[0] | out[7] | -0.45 |
| finish | sel[0] | out[7] | -0.41 |
| global route | sel[0] | out[62] | -0.44 |
No activity file was given, so power comes from the tool's default toggle rates.
