[/design/flow/config.mk]
export PLATFORM = sky130hd
export DESIGN_NAME = mux64x4_1
export DESIGN_NICKNAME = mux64x4_1
export VERILOG_FILES = /design/flow/design.v
export SDC_FILE = /design/flow/constraint.sdc
export NUM_CORES = 4
export LEC_CHECK = 1
export CORE_AREA = 10 10 131 131
export DIE_AREA = 0 0 141 141
[/design/flow/constraint.sdc]
current_design mux64x4_1

set clk_period 1.1
set clk_io_pct 0.2

create_clock -name clk0 -period $clk_period

set non_clock_inputs [all_inputs -no_clocks]
set_input_delay [expr $clk_period * $clk_io_pct] -clock clk0 $non_clock_inputs
set_output_delay [expr $clk_period * $clk_io_pct] -clock clk0 [all_outputs]
[/design/flow/design.v]
`timescale 1ns/1ps
module mux64x4_1 (out, in, sel);
	input [3:0][63:0] in;
	input [1:0] sel;
	output [63:0] out;
	genvar i;
	generate
		for (i = 0; i < 64; i++) begin : slicing
			assign out[i] = in[sel][i];
		end
	endgenerate
endmodule 
module mux64x4_1_testbench();
	logic [3:0][63:0] in;
	logic [1:0] sel;
	logic [63:0] out;
    mux64x4_1 dut (
        .out(out),
        .in(in),
        .sel(sel)
    );
    initial begin
      in[0] = 64'h0000000000000000;
      in[1] = 64'h1111111111111111;
		in[2] = 64'hAAAAAAAAAAAAAAAA;
		in[3] = 64'hFFFFFFFFFFFFFFFF;
		sel = 2'b00; #10;
      $display("sel: %b | out: %h", sel, out);
      sel = 2'b01; #10;
      $display("sel: %b | out: %h", sel, out);
		sel = 2'b10; #10;
      $display("sel: %b | out: %h", sel, out);
      sel = 2'b11; #10;
      $display("sel: %b | out: %h", sel, out);
	end
endmodule
[/design/flow/run.sh]
#!/bin/bash
# OpenROAD 26Q1-2900-gdf79404cd8, Yosys 0.63+post, stock flow scripts
make -C /OpenROAD-flow-scripts/flow DESIGN_CONFIG=/design/flow/config.mk WORK_HOME=/design/flow/orfs finish
==> out/summary.rpt <==
==============================================================================
Synthesized area per cell                                             20.8 µm²
Antenna violation net count after detailed routing                           0
GRT Overall Usage                                                        12.8%
Maximum net fanout on the critical path                                      5
Dominant logic cell types in the final layout                     141 x sky130_fd_sc_hd__dlygate4sd2_1, 96 x sky130_fd_sc_hd__clkdlybuf4s50_1, 64 x sky130_fd_sc_hd__mux4_2, 60 x sky130_fd_sc_hd__buf_2, 19 x sky130_fd_sc_hd__dlymetal6s2s_1
Slew Limit Fails                                                             0
Violation count after the first detailed-route iteration                    71
Cell at the slowest stage of the critical path                    sky130_fd_sc_hd__mux4_2
FF+latch area                                                            0 µm²
Post-synthesis cell count from yosys                                        78
Final standard cell utilization of the core                              34.0%
Share of cells above drive strength 1                                    37.3%
Largest net degree at the start of global routing                           29
Internal power                                                         1.28 mW
DRC Markers                                                                  0
Sequential element share of the synthesized area                            0%
Global-route wire length before repair                                 19.3 mm
Count of synthesis-stage warnings from yosys                                 0
Multiplexer share of the synthesized area                                89.7%
Post-synthesis compound-gate area fraction                                  0%
Final setup vio count                                                       64
Worst hold path stage count                                                  3
Total core area                                                     14,400 µm²
Startpoint kind of the worst setup timing path                    primary input
Post-Synth Adder-Cell Area                                                  0%
Status                                                            finished, violations left
Number of filler cells placed in the layout                              1,452
Synthesized area                                                      1620 µm²
Hold EP                                                                out[33]
Slew at the pin closest to its max-slew limit                           178 ps
Final sequential cell count                                                  0
First drt pass iteration count                                               4
Post-DP HPWL                                                           11.7 mm
Via count of the first global-routing pass                               2,870
Crit-path max cell delay                                                500 ps
Post-detailed-route wirelength per cell                                22.5 µm
Hold path start                                                         in[97]
Chip width                                                              141 µm
Post-route fraction of the period consumed by the critical path           131%
Count of hold buffers inserted by post-cts repair                            0
Worst EP arrival                                                       1230 ps
Power share of the combinational group                                  100.0%
Die y size                                                              141 µm
Area share of and/or/nand/nor cells after synthesis                         0%
Placement row count                                                         44
Switching power total                                                 0.418 mW
Classification of the worst-slack hold path                          in -> out
Sequential share of power                                                   0%
Setup TNS                                                           -19,120 ps
Min cycle time layout                                                  1450 ps
Number of max-cap violations                                                 0
Number of logged tool warnings                                              35
Initial Util                                                             11.3%
Worst max-slew margin expressed relative to the limit                    88.2%
Top comb family, area                                             multiplexers
Net Sw Frac                                                              24.6%
Number of vias in the routed layout                                      2,426
Buffers added on ports                                                     322
Unrepaired setup endpoints after global routing                           true
Critical path class                                                  in -> out
Number of clock buffers in the layout                                        0
Post-synthesis instance total                                               78
Commonest Layout Cell                                                   sky130_fd_sc_hd__dlygate4sd2_1
GP Congestion                                                            0.874
Cells traversed along the worst timing path                       bufbuf_16, buf_8, mux4_2, buf_2
Ports                                                                      322
Grt total ovfl                                                               0
Xor/xnor cell area share of the yosys netlist                               0%
Power per standard cell area                                        347 nW/µm²
Overall power after layout                                             1.70 mW
Post-layout worst setup margin                                         -346 ps
Leakage power total                                                    2.25 nW
Crit. End Element                                                  output port
Initial antenna violation count                                              2
Max IR drop VDD                                                       0.116 mV
Total Routed Length                                                    13.4 mm
Final Hold Violating Endpoints                                               0
DR vias/cell                                                              4.08
Area reported by Yosys stat                                           1620 µm²
Overall die area                                                    19,900 µm²
Violated checks                                                   setup timing
Layout area overhead                                                      202%
Fraction of power consumed by the clock network                             0%
Fmax                                                                 0.692 GHz
Cell Type Count                                                              6
WP data required                                                        880 ps
==============================================================================
per-stage QoR:
| stage | std cells | cell area (µm²) | hold slack, ps | setup slack (ps) |
|---|---|---|---|---|
| final | 594 | 4900 | 821 | -346 |
| after global routing | 593 | 4900 | 851 | -374 |
| after CTS | 592 | 4830 | 933 | -348 |
| after detailed placement | 580 | 5030 | 1340 | -782 |
| after global placement | 580 | 5030 | 1320 | -772 |
| after floorplan | 78 | 1630 | 599 | -73.7 |
layout make-up:
type | instances | area, µm² | share of cell area, %
Antenna cell | 2 | 5.00 | 0.102
Tap cell | 184 | 230 | 4.70
Multi-Input combinational cell | 64 | 1440 | 29.4
Timing Repair Buffer | 344 | 3220 | 65.8
worst max-delay path: cells and delay by family:
family / cells / cell delay (ps)
multiplexers: 1 / 500
buffers and inverters: 3 / 500
worst max-delay path by stage:
stage                   from      end
final                 sel[0]   out[6]
after global routing  sel[0]  out[11]
after CTS             sel[0]  out[57]
power groups by stage:
stage / combinational [mW] / sequential, mW / clock, mW
final: 1.70 / 0 / 0.000000243
after global routing: 1.83 / 0 / 0.000000121
after CTS: 1.75 / 0 / 0
timing repair:
action	CTS	global route
buffers inserted	7	0
hold endpoints to repair	0	0
setup endpoints to repair	64	64
gates cloned	5	0
pin swaps	0	0
gates resized	379	24
routing by layer:
metal	global-route usage [%]	vias up	wire length, µm
met5	0	-	0
met4	0	0	0
met3	5.05	0	1440
met2	22.4	178	6880
met1	15.5	1169	5070
li1	-	1079	-
Yosys cell counts:
library cell | number | area, µm²
sky130_fd_sc_hd__buf_12 | 6 | 120
sky130_fd_sc_hd__buf_2 | 6 | 30.0
sky130_fd_sc_hd__buf_6 | 1 | 11.3
sky130_fd_sc_hd__clkbuf_2 | 1 | 5.00
sky130_fd_sc_hd__mux4_1 | 4 | 105
sky130_fd_sc_hd__mux4_2 | 60 | 1350
kinds of logic (layout without fill, tap and decap cells):
kind of cell           Yosys count  in the layout
other                            0              2
buffers and inverters           14            344
muxes                           64             64
No activity file was given, so power comes from the tool's default toggle rates.
