**config.mk**
```make
export PLATFORM = sky130hd
export DESIGN_NAME = mux64x2_1
export DESIGN_NICKNAME = mux64x2_1
export VERILOG_FILES = /design/flow/design.v
export SDC_FILE = /design/flow/constraint.sdc
export NUM_CORES = 4
export LEC_CHECK = 1
export CORE_AREA = 10 10 95 95
export DIE_AREA = 0 0 105 105
```
**constraint.sdc**
```tcl
current_design mux64x2_1

set clk_period 1.0
set clk_io_pct 0.2

create_clock -name clk0 -period $clk_period

set non_clock_inputs [all_inputs -no_clocks]
set_input_delay [expr $clk_period * $clk_io_pct] -clock clk0 $non_clock_inputs
set_output_delay [expr $clk_period * $clk_io_pct] -clock clk0 [all_outputs]
```
**design.v**
```verilog
`timescale 1ns/1ps
module mux64x2_1 (out, in, sel);
	input [1:0][63:0] in;
	input sel;
	output [63:0] out;
	genvar i;
	generate
		for (i = 0; i < 64; i++) begin : slicing
			assign out[i] = in[sel][i];
		end
	endgenerate
endmodule 
module mux64x2_1_testbench();
	logic [1:0][63:0] in;
	logic sel;
	logic [63:0] out;
    mux64x2_1 dut (
        .out(out),
        .in(in),
        .sel(sel)
    );
    initial begin
      in[0] = 64'h0000000000000000;
      in[1] = 64'h1111111111111111;
		sel = 1'b1; #10;
      $display("sel: %b | out: %h", sel, out);
      sel = 1'b0; #10;
      $display("sel: %b | out: %h", sel, out);
	end
endmodule
```
**run.sh**
```bash
#!/bin/bash
# OpenROAD 26Q1-2900-gdf79404cd8, Yosys 0.63+post, stock flow scripts
make -C /OpenROAD-flow-scripts/flow DESIGN_CONFIG=/design/flow/config.mk WORK_HOME=/design/flow/orfs finish
```
==> flow_metrics.env <==
# implementation run metrics
export IMPL_crit_required_ns=0.80
export IMPL_irDropWorstVdd_uv=200
export IMPL_syn_avg_cell_area_um2=15.2
export IMPL_endpoint_kind="output port"
export IMPL_vias=1373
export IMPL_ff_count=0
export IMPL_place_congestion=0.729
export IMPL_num_io_pins=193
export IMPL_register_area_um2=0
export IMPL_crit_slowest_cell="mux2_4"
export IMPL_ys_cells=71
export IMPL_p_clk_share_pct=0
export IMPL_path_cells="buf_16 -> buf_16 -> mux2_4 -> buf_6"
export IMPL_tightest_slew_ns=0.0811
export IMPL_max_stage_delay_ns=0.30
export IMPL_die_height_um=105
export IMPL_grtUsageMet1_pct=12.2
export IMPL_met3_usage_pct=5.16
export IMPL_wire_per_inst_um=19.2
export IMPL_tool_warnings=34
export IMPL_cts_setup_buffers=0
export IMPL_critical_path_peak_fanout=6
export IMPL_fp_util_pct=15.6
export IMPL_rsz0062_at_grt="true"
export IMPL_detailedRoute_firstPassIterationCount=3
export IMPL_wirelength_mm=7.03
export IMPL_nClkBuffers=0
export IMPL_finalClockPeriodUsage_pct=110
export IMPL_ant_nets=0
export IMPL_period_minus_slack_ns=1.10
export IMPL_track_usage_pct=12.0
export IMPL_fin_util_pct=45.4
export IMPL_grt_busiest_layer="met2"
export IMPL_post_route_drc_count=0
export IMPL_power_leakage_nw=1.70
export IMPL_pwr_share_seq_pct=0
export IMPL_die_w_um=105
export IMPL_failed_checks="negative setup slack"
export IMPL_switching_power_mw=0.304
export IMPL_via_per_inst=3.75
export IMPL_final_area_um2=3140
export IMPL_timing_slew_headroom_pct=94.6
export IMPL_ys_seq_share_pct=0
export IMPL_grt_pass1_wl_mm=10.4
export IMPL_synth_area_um2=1080
export IMPL_ctsHoldBuffers=0
export IMPL_arrival_ns=0.90
export IMPL_grt_pass1_vias=1580
export IMPL_p_per_area_nw_per_um2=405
export IMPL_synth_cell_types=4
export IMPL_max_freq_ghz=0.909
export IMPL_crit_top_cell="buf_16"
export IMPL_portBuffers=193
export IMPL_p_sw_share_pct=23.9
export IMPL_combPwrFrac_pct=100.0
export IMPL_ys_warn_count=0
export IMPL_startpoint_type="primary input"
export IMPL_worstHoldPathType="in -> out"
export IMPL_maxCapViolCount=0
export IMPL_hold_violations=0
export IMPL_postPlaceCellArea_um2=3060
export IMPL_grt_overflow_total=0
export IMPL_drive_gt1_share_pct=52.4
export IMPL_ys_area_um2=1080
export IMPL_core_um2=6910
export IMPL_use_met2_pct=23.1
export IMPL_syn_inst=71
export IMPL_critical_path_class="in -> out"
export IMPL_setup_violations=64
export IMPL_layout_area_overhead_vs_synth_pct=191
export IMPL_fin_ws_ns=-0.100
export IMPL_status="finished, violations left"
export IMPL_dp_hpwl_mm=6.04
export IMPL_antenna_found_initial=1
export IMPL_rows=30
export IMPL_die_area_um2=11000
export IMPL_internal_power_mw=0.965
export IMPL_grt_max_degree=8
export IMPL_drv_slew=0
export IMPL_drt_iter0_drc=17
## cell families after synthesis
logic type,share of synthesized area (%)
buffers and inverters,12.2
multiplexers,87.8
## placed cells by master (no fill, tap or decap), drive strengths merged
master | Yosys | routed
mux2 | 64 | 64
dlygate4sd2 | 0 | 128
diode | 0 | 1
buf | 7 | 77
## area by class of cell
class | instances | area (um^2)
multi-input cells | 64 | 961
well taps | 96 | 120
repair buffers | 205 | 2050
fillers | 702 | 3770
diodes | 1 | 2.50
## synth_stat cells (all sizes together)
cell,instances,share of area [%]
mux2,64,88
buf,7,12
## path summary, 6_finish.rpt
| kind | startpoint | end | slack, ns | cells after the start |
|---|---|---|---|---|
| hold / removal | in[6] | out[6] | 0.80 | 3 |
| setup / recovery | sel | out[42] | -0.10 | 4 |
## timing repair
item	in CTS	in global routing
resized	393	9
setup endpoints to repair	64	64
gates cloned	7	0
hold endpoints to repair	0	0
## per-stage QoR
step	total power, mW	setup WS (ns)	instances	TNS [ns]	hold WS, ns
floorplan	0.408	0.00255	71	0	0.498
global placement	1.33	-0.533	358	-32.53	1.32
detailed placement	1.33	-0.534	358	-32.73	1.32
CTS	1.26	-0.101	365	-5.84	0.799
global route	1.36	-0.115	366	-6.57	0.811
finish	1.27	-0.100	366	-5.53	0.796
## routing by layer
layer  wire [um]  vias to the layer above
met5           0                        -
met4           0                        0
met3         712                        0
met2        3930                       73
met1        2380                      621
li1            -                      679
## critical path: cells and delay by family
| family | cells | cell delay [ns] |
|---|---|---|
| mux | 1 | 0.30 |
| buf+inv | 3 | 0.39 |
## power groups by stage
stage                 clock network [mW]  registers, mW  logic [mW]
final                        0.000000134              0        1.27
after global routing         0.000000134              0        1.36
after CTS                              0              0        1.26
Power figures rest on the tool's default switching activity, not on a simulated workload.
